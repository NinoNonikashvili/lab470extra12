==> config.mk <==
export PLATFORM = sky130hd
export DESIGN_NAME = top
export DESIGN_NICKNAME = top
export VERILOG_FILES = /design/flow/design.v
export SDC_FILE = /design/flow/constraint.sdc
export NUM_CORES = 4
export LEC_CHECK = 1
export CORE_AREA = 10 10 108 108
export DIE_AREA = 0 0 118 118
==> constraint.sdc <==
current_design top

set clk_period 12.7
set clk_io_pct 0.2

create_clock -name clk0 -period $clk_period

set non_clock_inputs [all_inputs -no_clocks]
set_input_delay [expr $clk_period * $clk_io_pct] -clock clk0 $non_clock_inputs
set_output_delay [expr $clk_period * $clk_io_pct] -clock clk0 [all_outputs]
==> design.v <==
`timescale 1ns / 1ps
module top(
   input [13:0] bin,
   output reg [15:0] bcd
   );
integer i;
always @(bin) begin
    bcd=0;		 	
    for (i=0;i<14;i=i+1) begin					 
        if (bcd[3:0] >= 5) bcd[3:0] = bcd[3:0] + 3;		 
	if (bcd[7:4] >= 5) bcd[7:4] = bcd[7:4] + 3;
	if (bcd[11:8] >= 5) bcd[11:8] = bcd[11:8] + 3;
	if (bcd[15:12] >= 5) bcd[15:12] = bcd[15:12] + 3;
	bcd = {bcd[14:0],bin[13-i]};				 
    end
end
endmodule
==> run.sh <==
#!/bin/bash
# OpenROAD 26Q1-2900-gdf79404cd8, Yosys 0.63+post, stock flow scripts
make -C /OpenROAD-flow-scripts/flow DESIGN_CONFIG=/design/flow/config.mk WORK_HOME=/design/flow/orfs finish
==> flow_metrics.tcl <==
# place-and-route summary
set metrics [dict create \
    yosysTopAreaCellShare 0.07237 \
    first_global_vias 4848 \
    antenna_found_initial 0 \
    min_period_over_period 1.003 \
    chipWidth_um 118 \
    ys_types 104 \
    hold_end "bcd[0]" \
    hold_class "in2out" \
    clkbuf_count 0 \
    violations "setup timing" \
    setup_ws_ps -39.23 \
    n_sequential_cell 0 \
    fp.dieArea_sq_um 13920 \
    fmax_mhz 78.50 \
    wl_per_cell_um 13.72 \
    core_area_sq_um 9284 \
    yosys_area_sq_um 3976 \
    drc 0 \
    die_h_um 118 \
    grt_setup_unrepaired "yes" \
    overflow 0 \
    fp_util 0.4283 \
    fin_crit_ps 12740 \
    post-dp-hpwl_um 8959 \
    synth_top_cell_by_area "ha_1" \
    ys_warn_count 1 \
    fin_util 0.7054 \
    avgViaCountPerCell 5.667 \
    ys_seq_share 0 \
    top_cells_by_count "58 x nor2_1, 41 x nand2_1, 36 x a21oi_1" \
    crit_fanout 4 \
    grt_max_degree 23 \
    critPathBufInv 12 \
    via_count 5202 \
    postRouteAntennaNets 0 \
    fin_cells 918 \
    maxSlewViolCount 0 \
    final-hold-violation-count 0 \
    rows 35 \
    io-pin-count 30 \
    hold_depth 0 \
    critical_path.top_delay_family "AND-OR/OR-AND gates" \
    worstHoldStart "bin[0]" \
    firstDrtPassIters 5 \
    areaGrowthSynthToFinish_pct 64.69 \
    regArea_sq_um 0 \
    drt-initial-drc-count 360 \
    top_cell "nor2_1" \
    finalSetupViolCount 2 \
    wirelength_um 12600 \
    gp_congestion 0.9215 \
    synth_area_per_cell_sq_um 7.013 \
    synth_cells 567 \
    path_class "in2out" \
    max_stage_delay_ps 540 \
    synthesis.area_sq_um 3976 \
    diodes 0 \
    required_ps 10160 \
    tightest_slew_ps 736.9 \
    layout-drive-gt1-share 0.4854 \
    slew_headroom 0.5072 \
    place_inst 876 \
    ys_cells 567 \
    crit_top_cell "ha_4" \
    endpoint_kind "output pin" \
    cp_slowest_cell "or4_4" \
    synthTopCellsByArea "ha_1 7.2%, mux2i_1 5.5%, nor2_1 5.5%" \
    port_buffers 28 \
    maxCapViolations 0 \
    grt_pass1_wl_um 21350 \
    outcome "finished with violations" \
    hold_buffers 0 \
    cp.arrival_ps 10200 \
    pre_cts_slack_ps -908.2 \
    cp-start-kind "primary input" \
    warning_count 39 \
    grt_usage 0.1664 \
]
-- metal layers --
metal,track usage,share of wire,vias to the layer above,wire (um)
met1,0.2421,0.50,2413,6276
li1,-,-,2657,-
met2,0.2752,0.46,125,5752
met4,0.01468,0.0052,0,65
met5,0,0,-,0
met3,0.005834,0.040,7,501
-- through the flow --
step	hold WS, ps	TNS [ps]	cell area (sq um)
finish	5080	-58.89	6549
global route	5080	-3649	6549
CTS	5080	0	6201
detailed placement	5080	-8373	5856
global placement	5080	-7083	5856
floorplan	5109	-141.6	4224
-- cell usage in the layout (no fill, tap or decap), types with 6 or more instances in the layout --
cell type	n
nand2_1	36
inv_1	19
ha_2	7
xnor2_1	11
nand3_1	16
a21oi_1	26
a211oi_1	8
buf_4	212
inv_2	9
o21ai_1	6
clkdlybuf4s50_1	15
o211a_1	7
ha_4	11
o21ai_0	21
clkbuf_2	7
buf_6	11
nor2_2	7
a31oi_1	8
o211ai_1	13
and2_1	7
o22ai_1	8
nor2_1	52
a21oi_2	14
a21o_1	9
mux2i_1	19
nor3_1	16
-- cells by family after synthesis --
kind of cell / Yosys count / share of synthesized area
buffers and inverters: 62 / 0.07048
multiplexers: 33 / 0.08999
AND/OR/NAND/NOR: 198 / 0.2520
AND-OR/OR-AND: 228 / 0.4478
XOR/XNOR: 21 / 0.06199
adder cells (fa/ha/maj): 25 / 0.07772
-- worst max path at each step --
stage / cells past startpoint / to / startpoint
CTS: 50 / bcd[9] / bin[12]
global route: 53 / bcd[12] / bin[12]
finish: 51 / bcd[10] / bin[12]
-- layout make-up --
cell class         count  area [sq um]
repair buffers       250          1944
well taps            129         161.4
multi-input cells    505          4300
fillers              703          2735
inverters             34         142.6
-- timing repair --
item | 4_1_cts | 5_1_grt
endpoints found under the hold margin | 0 | 0
pin swaps | 47 | 46
gates resized | 56 | 72
endpoints found under the setup margin | 11 | 11
setup buffers | 22 | 24
